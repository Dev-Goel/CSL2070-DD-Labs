File: constraint.sdc
current_design CarrySelectAdder

set clk_period 40.7
set clk_io_pct 0.2

create_clock -name clk0 -period $clk_period

set non_clock_inputs [all_inputs -no_clocks]
set_input_delay [expr $clk_period * $clk_io_pct] -clock clk0 $non_clock_inputs
set_output_delay [expr $clk_period * $clk_io_pct] -clock clk0 [all_outputs]
File: design.v
`timescale 1ns / 1ps
module full_adder(a, b, c, sum, carry);
input a, b, c;
output sum, carry;
wire ha1sum, ha1carry, ha2sum, ha2carry;
half_adder ha1(b, c, ha1sum, ha1carry);
half_adder ha2(a, ha1sum, ha2sum, ha2carry);
assign sum = ha2sum;
assign carry = ha1carry|ha2carry;
endmodule
`timescale 1ns / 1ps
module half_adder(a, b, sum, carry);
input a, b;
output sum, carry;
assign sum = a^b;
assign carry = a&b;
endmodule
`timescale 1ns / 1ps
module CarrySelectAdder(A, B, cin, S, cout);
input [31:0] A, B;
input cin;
output [31:0] S;
output cout;
wire [31:0] temp0, temp1, carry0, carry1;
genvar i;
full_adder fa00(A[0], B[0], 1'b0, temp0[0], carry0[0]);
for(i = 1;i < 32 ; i=i+1)
    begin
        full_adder fa01(A[i], B[i], carry0[i-1], temp0[i], carry0[i]);
    end
full_adder fa10(A[0], B[0], 1'b1, temp1[0], carry1[0]);
    for(i = 1;i < 32 ; i=i+1)
        begin
            full_adder fa11(A[i], B[i], carry1[i-1], temp1[i], carry1[i]);
        end
multiplexer mux_carry(carry0[31], carry1[31], cin, cout);
for(i = 0; i < 32 ; i=i+1)
    begin
        multiplexer mux_sum(temp0[i], temp1[i], cin, S[i]);
    end
endmodule
`timescale 1ns / 1ps
module multiplexer(i0,i1,sel,bitout);
input i0,i1, sel;
output reg bitout;
always@(i0,i1,sel)
    begin
        if(sel == 0)
            bitout = i0;
        else
            bitout = i1;
    end
endmodule
File: run.sh
#!/bin/bash
# OpenROAD 26Q1-2900-gdf79404cd8, Yosys 0.63+post, stock flow scripts
make -C /OpenROAD-flow-scripts/flow DESIGN_CONFIG=/design/flow/config.mk WORK_HOME=/design/flow/orfs finish
File: config.mk
export PLATFORM = sky130hd
export DESIGN_NAME = CarrySelectAdder
export DESIGN_NICKNAME = CarrySelectAdder
export VERILOG_FILES = /design/flow/design.v
export SDC_FILE = /design/flow/constraint.sdc
export NUM_CORES = 4
export LEC_CHECK = 1
export CORE_UTILIZATION = 30
==> impl_metrics.json <==
{
  "antenna_found_initial": 0,
  "maxCapViolCount": 0,
  "rsz0062_at_grt": "false",
  "cts_hold_buf": 0,
  "antennaDiodeCount": 0,
  "grt_pass1_vias": 1677,
  "most-common-layout-cells": "clkdlybuf4s50_1, ha_1, a21o_1, xnor2_1, mux2i_1",
  "num_rows": 30,
  "chipArea_mm2": 0.00752,
  "cts_setup_buffers": 0,
  "final-max-slew-violation-count": 0,
  "lay_top_count": "clkdlybuf4s50_1",
  "seq_cells": 0,
  "tool_warnings": 32,
  "tightest_slew_ps": 588,
  "min_path_type": "in -> out",
  "tns_ps": 0,
  "min_period_ps": 31760,
  "core_area_mm2": 0.00687,
  "ys_cells": 227,
  "drt-pass1-iter-count": 3,
  "crit_top_cell": "ha_1",
  "ctsResizeCount": 0,
  "slowest_stage": "clkdlybuf4s50_1",
  "postSynthCellCount": 227,
  "ys_area_mm2": 0.00215,
  "vias": 1715,
  "critPathRequiredTime_ps": 32560,
  "p_per_area_mw_per_mm2": 26.0,
  "fp_util": 0.313,
  "path_max_fanout": 3,
  "cp-end-kind": "primary output",
  "nClkBuffers": 0,
  "final_cells": 386,
  "wl_met1_mm": 1.98,
  "hpwl_mm": 3.57,
  "die_w_um": 86.7,
  "ys_warn_count": 1,
  "critPathBufInv": 2,
  "port_buffers": 98,
  "max_stage_delay_ps": 490,
  "ys_seq_share": 0,
  "drc_errors": 0,
  "dpl_worst_slack_ps": 8890,
  "highest_layer": "met3",
  "outcome": "finished clean",
  "area.combinational_mm2": 0.00186,
  "drtAntennaViolNets": 0,
  "pin_count": 98,
  "cp.arrival_ps": 23620,
  "met2_length_mm": 1.95,
  "startpoint": "B[0]",
  "ys_types": 11,
  "wl_per_cell_um": 10.6,
  "place_inst": 386,
  "synth_area_mm2": 0.00215,
  "wirelength_mm": 4.10,
  "hold_violations": 0,
  "start_kind": "input port",
  "totalPowerFinal_w": 0.0000769,
  "die_h_um": 86.7,
  "crit_family": "adder cells",
  "power_leakage_nw": 1.62,
  "post_drt_via_cell_ratio": 4.44,
  "maxSlewHeadroom": 0.608,
  "first_iter_violations": 5,
  "flop_area_um2": 0,
  "hold_start": "A[13]",
  "avgSynthCellArea_um2": 9.48,
  "drive_above_1_share": 0.0103,
  "met3WireLength_um": 168,
  "grt_pass1_wl_mm": 6.80,
  "setup_ws_ps": 8940,
  "area_delta_synth_final_pct": 37.5,
  "max_freq_ghz": 0.0315,
  "setup_viol": 0,
  "grtUsageTotal": 0.109,
  "crit_type": "in -> out",
  "period_used_share": 0.780,
  "place.gp.congestion": 0.690,
  "grt_max_degree": 35,
  "nFillCells": 666,
  "irDropWorstVdd_mv": 0.0106,
  "grt.overflow.total": 0
}
[final timing paths]
check    end  slack (ps)  cells past startpoint
min    S[13]       17260                      3
max    S[31]        8940                     66
[logic make-up after synthesis]
| group | share of synthesized area |
|---|---|
| adder cells (fa/ha/maj) | 0.360 |
| multiplexers | 0.144 |
| AND/OR/NAND/NOR | 0.00582 |
| AND-OR/OR-AND | 0.217 |
| XOR/XNOR | 0.134 |
| buffers and inverters | 0.138 |
[metrics by stage]
stage | utilization | cell area (um^2) | hold slack [ps]
after floorplan | - | 2150 | 16390
after global placement | 0.431 | 2960 | 17260
after detailed placement | 0.431 | 2960 | 17260
after CTS | 0.431 | 2960 | 17270
after global routing | 0.431 | 2960 | 17290
final | 0.431 | 2960 | 17260
[Yosys cell counts (all sizes together)]
master | instances | area [um^2]
buf | 36 | 297
a21o | 60 | 450
or2 | 1 | 6.26
and2 | 1 | 6.26
mux2i | 31 | 310
a211oi | 1 | 7.51
xnor2 | 33 | 289
ha | 62 | 776
a21oi | 2 | 10.0
[report_power, final]
part	leakage, nW	internal [W]	switching [W]
logic	1.62	0.0000509	0.0000260
clock network	0	0	0
registers	0	0	0
total	1.62	0.0000509	0.0000260
[routing by layer]
layer / up-vias / global-route usage
met1: 735 / 0.153
met3: 0 / 0.00483
met2: 39 / 0.196
li1: 941 / -
met5: - / 0
met4: 0 / 0
[cell type report]
cell class,count,area share
tap,96,0.0406
multi-input combinational,191,0.627
timing repair buffer,99,0.332
Power is estimated from default activity; no workload was simulated.
