==> design/flow/design.v <==
`timescale 1ns / 1ps
module half_adder(a, b, sum, carry);
input a, b;
output sum, carry;
assign sum = a^b;
assign carry = a&b;
endmodule
`timescale 1ns / 1ps
module carry_look_ahead_adder(inp_A, inp_B, inp_cin, out_S, out_cout);
input [31:0]inp_A,inp_B;
input inp_cin;
output [31:0]out_S;
output out_cout;
wire [7:1]c;
wire [31:0]p,q;
fourbit_carry_look_ahead_adder fbcla1(inp_A[3:0], inp_B[3:0], inp_cin, out_S[3:0], c[1], p[3:0], q[3:0]);
fourbit_carry_look_ahead_adder fbcla2(inp_A[7:4], inp_B[7:4], c[1], out_S[7:4], c[2], p[7:4], q[7:4]);
fourbit_carry_look_ahead_adder fbcla3(inp_A[11:8], inp_B[11:8], c[2], out_S[11:8], c[3], p[11:8], q[11:8]);
fourbit_carry_look_ahead_adder fbcla4(inp_A[15:12], inp_B[15:12], c[3], out_S[15:12], c[4], p[15:12], q[15:12]);
fourbit_carry_look_ahead_adder fbcla5(inp_A[19:16], inp_B[19:16], c[4], out_S[19:16], c[5], p[19:16], q[19:16]);
fourbit_carry_look_ahead_adder fbcla6(inp_A[23:20], inp_B[23:20], c[5], out_S[23:20], c[6], p[23:20], q[23:20]);
fourbit_carry_look_ahead_adder fbcla7(inp_A[27:24], inp_B[27:24], c[6], out_S[27:24], c[7], p[27:24], q[27:24]);
fourbit_carry_look_ahead_adder fbcla8(inp_A[31:28], inp_B[31:28], c[7], out_S[31:28], out_cout, p[31:28], q[31:28]);
endmodule
`timescale 1ns / 1ps
module fourbit_carry_look_ahead_adder(inp_A, inp_B, inp_cin, out_S, out_cout, p, g);
input [3:0] inp_A, inp_B;
input inp_cin;
output [3:0] out_S, p, g;
output out_cout;
wire [3:1]c; 
wire [10:1]aw; 
wire [6:1]ow;
half_adder ha1(inp_A[0], inp_B[0], p[0], g[0]);
half_adder ha2(inp_A[1], inp_B[1], p[1], g[1]);
half_adder ha3(inp_A[2], inp_B[2], p[2], g[2]);
half_adder ha4(inp_A[3], inp_B[3], p[3], g[3]);
and A1(aw[1], p[0], inp_cin);
or O1(c[1], aw[1], g[0]);
and A2(aw[2], p[1], g[0]);
and A3(aw[3], p[1], aw[1]);
or O2(ow[1], aw[3], aw[2]);
or O3(c[2], ow[1], g[1]);
and A4(aw[4], p[2], g[1]);
and A5(aw[5], aw[2], p[2]);
and A6(aw[6], p[2], aw[3]);
or O4(ow[2], aw[5], aw[6]);
or O5(ow[3], aw[4], ow[2]);
or O6(c[3], g[2], ow[3]);
and A7(aw[7], p[3], g[2]);
and A8(aw[8], p[3], aw[4]);
and A9(aw[9], p[3], aw[5]);
and A10(aw[10], p[3], aw[6]);
or O7(ow[4], aw[10], aw[9]);
or O8(ow[5], ow[4], aw[8]);
or O9(ow[6], ow[5], aw[7]);
or O10(out_cout, ow[6], g[3]);
xor x1(out_S[0], p[0], inp_cin);
xor x2(out_S[1], p[1], c[1]);
xor x3(out_S[2], p[2], c[2]);
xor x4(out_S[3], p[3], c[3]);
endmodule
==> design/flow/run.sh <==
#!/bin/bash
# OpenROAD 26Q1-2900-gdf79404cd8, Yosys 0.63+post, stock flow scripts
make -C /OpenROAD-flow-scripts/flow DESIGN_CONFIG=/design/flow/config.mk WORK_HOME=/design/flow/orfs finish
==> design/flow/config.mk <==
export PLATFORM = sky130hd
export DESIGN_NAME = carry_look_ahead_adder
export DESIGN_NICKNAME = carry_look_ahead_adder
export VERILOG_FILES = /design/flow/design.v
export SDC_FILE = /design/flow/constraint.sdc
export NUM_CORES = 4
export LEC_CHECK = 1
export CORE_AREA = 10 10 92 92
export DIE_AREA = 0 0 102 102
==> design/flow/constraint.sdc <==
current_design carry_look_ahead_adder

set clk_period 39.1
set clk_io_pct 0.2

create_clock -name clk0 -period $clk_period

set non_clock_inputs [all_inputs -no_clocks]
set_input_delay [expr $clk_period * $clk_io_pct] -clock clk0 $non_clock_inputs
set_output_delay [expr $clk_period * $clk_io_pct] -clock clk0 [all_outputs]
==> qor.txt <==
Outcome -> finished clean
Fraction of the mapped netlist area in compound gates -> 18.9%
Hold/Removal Path Class -> primary input to output pin
Total die size -> 0.0104 mm^2
Final standard cell area without fillers -> 0.00224 mm^2
Max-slew violation total from the final report -> 0
Iteration-0 DRC count of the detailed router -> 6
Gate count after technology mapping -> 124
Tool warnings -> 40
Share of total power in sequential cells -> 0%
Number of placement rows -> 29
Post-Syn Area -> 0.00117 mm^2
Peak supply drop -> 4.67 uV
Pin count of the biggest net entering global routing -> 4
Vias after detailed routing -> 1,217
Flop area -> 0 um^2
Area reported by Yosys stat -> 0.00117 mm^2
Die width -> 102 um
Total cell area at the placement stage -> 0.00224 mm^2
Number of clock buffers in the layout -> 0
Max stage delay on crit path -> 0.48 ns
Detailed-router iteration count before antenna repair -> 2
Critical Path RT -> 31.28 ns
Area share of fa/ha/maj cells after synthesis -> 56.7%
Setup crit start kind -> primary input
Final cell count without fillers -> 299
Setup total negative slack -> 0 ns
Max Clock Freq -> 44.9 MHz
Internal Power -> 0.0251 mW
Total net switching power -> 0.0108 mW
Critical Path Sink Type -> output pin
Number of failing setup endpoints in the final timing report -> 0
Transition time at the pin with the least slew margin -> 0.163 ns
Clock group share of total power -> 0%
Final RePlAce weighted congestion -> 0.770
Post-placement cell count -> 299
Area of the core -> 0.00646 mm^2
Start point of the worst hold path -> inp_B[31]
Layout cells sized above 1 -> 0%
Total routing resource utilization after global routing -> 6.46%
Lkg Pwr -> 1.01 nW
Worst Hold Path Cells -> 4
Part of the power in combinational logic -> 100.0%
Crit path DAT -> 14.43 ns
Multiplexer share of the synthesized area -> 0%
Library cell contributing the largest single delay on the critical path -> clkdlybuf4s50_1
Detailed-placement wirelength estimate -> 3.40 mm
Synthesis Warnings -> 0
Number of antenna violations at the first check in global routing -> 0
Max-cap violations -> 0
Routed wire per std cell -> 11.9 um
Count of distinct cell types in the synthesized netlist -> 11
Hold-fix buffers, CTS -> 0
Endpoint of the worst hold path -> out_S[31]
Remaining number of nets flagged by the antenna check after routing -> 0
Die Y-Extent -> 102 um
Count of boundary I/O pins -> 98
Power density over the cells -> 16.0 mW/mm^2
Number of hold-slack violations in the final timing report -> 0
Slew HR -> 89.1%
# DRC -> 0
Cell repeated most along the worst path -> ha_1
Worst slack at placement -> 16.80 ns
Wire length reported by the detailed router -> 3.55 mm
Global route total overflow -> 0
Number of inserted diodes -> 0
Unrepaired setup endpoints after global routing -> no
Part of the Yosys area used for sequential elements -> 0%
Vias in the first global route -> 1,269
Basic Gates by Area -> 5.15%
CTS-repair resized insts -> 0
Final critical path time including I/O delays and setup -> 22.25 ns
Area share of xor/xnor cells in the synthesized design -> 18.0%
Total setup buffers inserted after CTS -> 0
Switching part of the total power -> 30.1%
Relative area change from synthesis to final layout -> 92.4%
Dominant non-sequential cell family after synthesis -> adder cells
Max Fanout on Critical Path -> 2
Tally of buffers added on design ports -> 98
Mean instance size in the synthesized netlist -> 9.40 um^2
Wire length of the first global-routing pass -> 5.76 mm
Tcrit/Tclk final -> 56.9%
Cells in synth_stat.txt -> 124
Least setup slack across all paths after layout -> 16.85 ns
Critical path start-end classification -> primary input to output pin
Via/cell ratio -> 4.07
Seq Cell Count -> 0
Starting utilization of the core area -> 18.1%
-- cells in the mapped netlist --
master	count	area (um^2)
a21oi_1	8	40.0
fa_1	8	160
o21a_1	8	60.1
xnor2_1	9	78.8
o211ai_1	8	60.1
nand2_1	8	30.0
nor2_1	8	30.0
ha_1	40	500
a21o_1	8	60.1
xor2_1	15	131
inv_1	4	15.0
-- placed cells by master (no fill, tap or decap) --
| cell | count |
|---|---|
| clkdlybuf4s50_1 | 98 |
| ha_1 | 40 |
| xor2_1 | 15 |
| xnor2_1 | 9 |
| o211ai_1 | 8 |
| a21oi_1 | 8 |
| nand2_1 | 8 |
| a21o_1 | 8 |
| o21a_1 | 8 |
| nor2_1 | 8 |
| fa_1 | 8 |
| inv_1 | 4 |
-- how the worst max path moves through the flow --
stage | slack (ns) | startpoint | to | cells after the start
final | 16.85 | inp_A[0] | out_S[30] | 35
after global routing | 16.28 | inp_A[0] | out_S[31] | 35
after CTS | 16.76 | inp_A[0] | out_S[30] | 35
-- cell families (layout without fill, tap and decap cells) --
logic type	count (synthesis)	in the layout
buf+inv	4	102
xor+xnor	24	24
fa+ha+maj	48	48
simple gates	16	16
compound gates	32	32
-- metrics by stage --
stage	hold slack, ns	util, %	total power [mW]
finish	16.71	34.7	0.0359
global route	16.77	34.7	0.0404
CTS	16.72	34.7	0.0369
detailed placement	16.71	34.7	0.0366
global placement	16.71	34.7	0.0366
floorplan	15.75	-	0.0121
-- critical path: cells and delay by family --
| family | cells | cell delay [ns] |
|---|---|---|
| adder cells (fa/ha/maj) | 9 | 1.90 |
| XOR/XNOR | 1 | 0.13 |
| AND/OR/NAND/NOR | 8 | 0.82 |
| buffers and inverters | 2 | 0.91 |
| AND-OR/OR-AND | 15 | 2.86 |
-- area by class of cell --
cell class                 count  area [um^2]
tap                           77         96.3
inverter                       4         15.0
multi-input combinational    120         1150
timing repair buffer          98          981
fill                         667         4220
-- routing by layer --
| metal | GRT usage, % | vias up | part of all wire [%] |
|---|---|---|---|
| met5 | 0 | - | 0 |
| met4 | 0 | 0 | 0 |
| met3 | 1.57 | 0 | 9.2 |
| met2 | 11.0 | 51 | 45 |
| met1 | 8.67 | 527 | 46 |
| li1 | - | 639 | - |
-- power by group through the flow --
stage	combinational (mW)	clock, mW	sequential (mW)
final	0.0359	0	0
after global routing	0.0404	0	0
after CTS	0.0369	0	0
No activity file was given, so power comes from the tool's default toggle rates.
