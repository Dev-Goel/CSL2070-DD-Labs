$ cat flow/design.v
`timescale 1ns / 1ps
module full_adder(a, b, c, sum, carry);
input a, b, c;
output sum, carry;
wire ha1sum, ha1carry, ha2sum, ha2carry;
half_adder ha1(b, c, ha1sum, ha1carry);
half_adder ha2(a, ha1sum, ha2sum, ha2carry);
assign sum = ha2sum;
assign carry = ha1carry|ha2carry;
endmodule
`timescale 1ns / 1ps
module half_adder(a, b, sum, carry);
input a, b;
output sum, carry;
assign sum = a^b;
assign carry = a&b;
endmodule
`timescale 1ns / 1ps
module carry_skip_adder(inp_A, inp_B, inp_cin, out_S, out_cout);
input [31:0] inp_A, inp_B;
input inp_cin;
output [31:0] out_S;
output out_cout;
wire [7:1]c;
four_bit_carry_skip_adder fbcsa1(inp_A[3:0], inp_B[3:0], inp_cin, out_S[3:0], c[1]);
four_bit_carry_skip_adder fbcsa2(inp_A[7:4], inp_B[7:4], c[1], out_S[7:4], c[2]);
four_bit_carry_skip_adder fbcsa3(inp_A[11:8], inp_B[11:8], c[2], out_S[11:8], c[3]);
four_bit_carry_skip_adder fbcsa4(inp_A[15:12], inp_B[15:12], c[3], out_S[15:12], c[4]);
four_bit_carry_skip_adder fbcsa5(inp_A[19:16], inp_B[19:16], c[4], out_S[19:16], c[5]);
four_bit_carry_skip_adder fbcsa6(inp_A[23:20], inp_B[23:20], c[5], out_S[23:20], c[6]);
four_bit_carry_skip_adder fbcsa7(inp_A[27:24], inp_B[27:24], c[6], out_S[27:24], c[7]);
four_bit_carry_skip_adder fbcsa8(inp_A[31:28], inp_B[31:28], c[7], out_S[31:28], out_cout);
endmodule
`timescale 1ns / 1ps
module four_bit_carry_skip_adder(inp_A, inp_B, inp_cin, out_S, out_cout);
input [3:0] inp_A, inp_B;
input inp_cin;
output [3:0] out_S;
output out_cout;
wire [3:0]c;
wire [3:0]p;
wire [3:1]aw;
full_adder fa1(inp_A[0], inp_B[0], inp_cin, out_S[0], c[0]);
full_adder fa2(inp_A[1], inp_B[1], c[0], out_S[1], c[1]);
full_adder fa3(inp_A[2], inp_B[2], c[1], out_S[2], c[2]);
full_adder fa4(inp_A[3], inp_B[3], c[2], out_S[3], c[3]);
assign p[0] = inp_A[0]^inp_B[0];
assign p[1] = inp_A[1]^inp_B[1];
assign p[2] = inp_A[2]^inp_B[2];
assign p[3] = inp_A[3]^inp_B[3];
and A1(aw[1], p[0], p[1]);
and A2(aw[2], p[2], p[3]);
and A3(aw[3], aw[1], aw[2]);
multiplexer mux1(c[3], inp_cin ,aw[3], out_cout);
endmodule
`timescale 1ns / 1ps
module multiplexer(i0,i1,sel,bitout);
input i0,i1, sel;
output reg bitout;
always@(i0,i1,sel)
    begin
        if(sel == 0)
            bitout = i0;
        else
            bitout = i1;
    end
endmodule
$ cat flow/config.mk
export PLATFORM = sky130hd
export DESIGN_NAME = carry_skip_adder
export DESIGN_NICKNAME = carry_skip_adder
export VERILOG_FILES = /design/flow/design.v
export SDC_FILE = /design/flow/constraint.sdc
export NUM_CORES = 4
export LEC_CHECK = 1
export CORE_AREA = 10 10 83 83
export DIE_AREA = 0 0 93 93
$ cat flow/run.sh
#!/bin/bash
# OpenROAD 26Q1-2900-gdf79404cd8, Yosys 0.63+post, stock flow scripts
make -C /OpenROAD-flow-scripts/flow DESIGN_CONFIG=/design/flow/config.mk WORK_HOME=/design/flow/orfs finish
$ cat flow/constraint.sdc
current_design carry_skip_adder

set clk_period 25.0
set clk_io_pct 0.2

create_clock -name clk0 -period $clk_period

set non_clock_inputs [all_inputs -no_clocks]
set_input_delay [expr $clk_period * $clk_io_pct] -clock clk0 $non_clock_inputs
set_output_delay [expr $clk_period * $clk_io_pct] -clock clk0 [all_outputs]
==> impl_metrics.py <==
# Flow results
metrics = {
    "setup_path": {
        "worstSetupPathDepth": 51,
        "crit_type": "in -> out",
        "crit_start": "inp_cin",
        "start_kind": "primary input",
        "path_common_cell": "fa_2",
        "cp_max_fo": 2,
        "critPathSlowestCell": "clkdlybuf4s50_1",
        "critPathCaptureType": "output pin",
        "crit_required_ns": 20.00,
        "path_delay_family": "adder cells",
        "arrival_ns": 19.52,
        "worst_path_largest_cell_delay_ns": 0.46,
        "worstPathBufferInverterCount": 8,
    },
    "floorplanning": {
        "fp-utilization_pct": 27.1,
        "core-area_sq_um": 5140,
        "std_cell_rows": 26,
        "die_h_microns": 93,
        "die_w_microns": 93,
        "io_pins": 98,
        "die-area_sq_um": 8650,
    },
    "synth": {
        "ys_area_sq_um": 1390,
        "yosysUniqueCellTypes": 21,
        "syn_avg_cell_area_sq_um": 10.4,
        "ys_seq_share_pct": 0,
        "yosysCellCount": 134,
        "syn-cell-area_sq_um": 1390,
        "synth_cells": 134,
        "synth_warnings": 1,
    },
    "detailed_routing": {
        "insertedDiodeCount": 0,
        "vias": 1292,
        "wl_per_cell_microns": 14.2,
        "drc": 0,
        "drtIter0Drc": 9,
        "ant_nets": 0,
        "vias_per_cell": 4.00,
        "drt-pass1-iter-count": 2,
        "wirelength_microns": 4590,
    },
    "global_routing": {
        "grt_overflow_total": 0,
        "grt_first_pass_wirelength_microns": 7100,
        "grt_util_met3_pct": 2.91,
        "grt_max_degree": 4,
        "use_met2_pct": 18.3,
        "antenna_found_initial": 0,
        "grt_pass1_vias": 1440,
        "grt_use_met1_pct": 12.6,
        "grt_usage_pct": 10.2,
        "busiest_layer": "met2",
    },
    "final_timing": {
        "finalHoldViolCount": 0,
        "worst_pin_slew_ns": 0.717,
        "rsz0062_at_grt": "no",
        "setup_viol": 0,
        "worst_hold_slack_ns": 10.81,
        "setup_slack_ns": 0.482,
        "finalMaxSlewViolations": 0,
        "timing.fmax_mhz": 40.8,
        "fin_crit_ns": 24.52,
        "post-route-period-util_pct": 98.1,
        "slew_headroom_pct": 51.8,
    },
    "cells_and_area": {
        "lay_top_cells": "clkdlybuf4s50_1, buf_4, xnor2_1",
        "lay_top_count": "clkdlybuf4s50_1",
        "clock_buffers": 0,
        "design_area_sq_um": 2710,
        "regArea_sq_um": 0,
        "area_growth_pct": 94.8,
        "drive_gt1_share_pct": 35.2,
        "flop-count": 0,
        "n_fill_cell": 481,
    },
    "placed_design": {
        "place_ws_ns": -0.397,
        "dpl-instance-area_sq_um": 2290,
        "io_buffers": 98,
        "dp_hpwl_microns": 3690,
        "gp_congestion": 0.807,
    },
    "power": {
        "power_mw": 0.0736,
        "ir_drop_mv": 0.0125,
        "p_leak_nw": 1.08,
        "power.density_nw_per_um2": 27.1,
    },
    "worst_hold_path": {
        "hold_depth": 3,
        "min-delay-start": "inp_A[1]",
        "hold_path_class": "in -> out",
    },
    "run": {
        "warnings": 32,
        "max_cap_violations": 0,
    },
    "status": {
        "status": "finished, final reports clean",
    },
}
-- where the power goes --
part           switching [mW]  internal (mW)  total, mW  leakage, nW
combinational          0.0222         0.0514     0.0736         1.08
clock                       0              0          0            0
sequential                  0              0          0            0
total                  0.0222         0.0514     0.0736         1.08
-- repair_timing --
action	4_1_cts	5_1_grt
endpoints found under the setup margin	3	4
hold buffers	0	0
pin swaps	2	17
setup buffers	41	4
resized	13	26
endpoints found under the hold margin	0	0
-- stage by stage --
step	utilization, %	TNS (ns)	std cells
after floorplan	-	0	134
after global placement	44.5	-0.674	279
after detailed placement	44.5	-0.650	279
after CTS	51.0	0	320
after global routing	52.8	0	323
final	52.8	0	323
-- final timing paths --
check | end | slack [ns]
max | out_S[31] | 0.48
min | out_S[1] | 10.81
-- Yosys cell counts (all sizes together), types with 2 or more instances --
master / number / share of area, %
inv: 10 / 2.7
xor2: 4 / 2.5
xnor2: 28 / 18
nand2: 4 / 1.1
nor2: 2 / 0.54
nor4: 7 / 3.1
o21ai: 2 / 0.72
fa: 32 / 46
buf: 32 / 17
mux2i: 2 / 1.4
mux2: 3 / 3.0
-- routing by layer --
layer  routed length (microns)  share of wire (%)
met1                      1840                 40
met2                      2350                 51
met3                       381                8.3
met4                        25               0.54
met5                         0                  0
-- final cells by class --
class | count | area (sq um) | share of cell area, %
Inverter | 10 | 37.5 | 1.38
Timing Repair Buffer | 151 | 1390 | 51.2
Multi-Input combinational cell | 92 | 1200 | 44.2
Tap cell | 70 | 87.6 | 3.23
-- logic make-up after synthesis --
family                   share of synthesized area (%)
AND-OR/OR-AND                                     3.41
XOR/XNOR                                          20.1
adder cells (fa/ha/maj)                           46.0
buffers and inverters                             19.9
multiplexers                                      4.40
AND/OR/NAND/NOR                                   6.11
Power is estimated from default activity; no workload was simulated.
